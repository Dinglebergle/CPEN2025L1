==> flow/design.v <==
module card7seg(input logic [3:0] SW, output logic [6:0] HEX0);
	always_comb begin
		case(SW)
			4'b0: HEX0 = 7'b1111111;
			4'b0001: HEX0 = 7'b0001000;
			4'b0010: HEX0 = 7'b0100100;
			4'b0011: HEX0 = 7'b0110000;
			4'b0100: HEX0 = 7'b0011001;
			4'b0101: HEX0 = 7'b0010010;
			4'b0110: HEX0 = 7'b0000010;
			4'b0111: HEX0 = 7'b1111000;
			4'b1000: HEX0 = 7'b0000000;
			4'b1001: HEX0 = 7'b0010000;
			4'b1010: HEX0 = 7'b1000000;
			4'b1011: HEX0 = 7'b1100001;
			4'b1100: HEX0 = 7'b0011000;
			4'b1101: HEX0 = 7'b0001001;
			default: HEX0 = 7'b1111111;
		endcase
	end
endmodule
module datapath(input logic slow_clock, input logic fast_clock, input logic resetb,
                input logic load_pcard1, input logic load_pcard2, input logic load_pcard3,
                input logic load_dcard1, input logic load_dcard2, input logic load_dcard3,
                output logic [3:0] pcard3_out,
                output logic [3:0] pscore_out, output logic [3:0] dscore_out,
                output logic [6:0] HEX5, output logic [6:0] HEX4, output logic [6:0] HEX3,
                output logic [6:0] HEX2, output logic [6:0] HEX1, output logic [6:0] HEX0);
logic [3:0] new_card, pc1_value, pc2_value, pc3_value, dc1_value, dc2_value, dc3_value;
always_comb begin
    if (pc3_value >= 4'b1010) begin
        pcard3_out = 4'b0000;
    end
    else begin
        pcard3_out = pc3_value;
    end 
end
dealcard dealCard (.clock(fast_clock), .resetb(resetb), .new_card(new_card));
reg4 PCard1 (.d(new_card), .enable(load_pcard1), .clk(slow_clock), .reset(resetb), .q(pc1_value));
reg4 PCard2 (.d(new_card), .enable(load_pcard2), .clk(slow_clock), .reset(resetb), .q(pc2_value));
reg4 PCard3 (.d(new_card), .enable(load_pcard3), .clk(slow_clock), .reset(resetb), .q(pc3_value));
reg4 DCard1 (.d(new_card), .enable(load_dcard1), .clk(slow_clock), .reset(resetb), .q(dc1_value));
reg4 DCard2 (.d(new_card), .enable(load_dcard2), .clk(slow_clock), .reset(resetb), .q(dc2_value));
reg4 DCard3 (.d(new_card), .enable(load_dcard3), .clk(slow_clock), .reset(resetb), .q(dc3_value));
scorehand PScore_hand (.card1(pc1_value), .card2(pc2_value), .card3(pc3_value), .total(pscore_out));
scorehand DScore_hand (.card1(dc1_value), .card2(dc2_value), .card3(dc3_value), .total(dscore_out));
card7seg PCard1_7seg (.SW(pc1_value), .HEX0(HEX0));
card7seg PCard2_7seg (.SW(pc2_value), .HEX0(HEX1));
card7seg PCard3_7seg (.SW(pc3_value), .HEX0(HEX2));
card7seg DCard1_7seg (.SW(dc1_value), .HEX0(HEX3));
card7seg DCard2_7seg (.SW(dc2_value), .HEX0(HEX4));
card7seg DCard3_7seg (.SW(dc3_value), .HEX0(HEX5));
endmodule
module reg4(input [3:0] d, input enable, input clk, input reset, output logic [3:0] q);
    always_ff @(posedge clk) begin
        if (!reset) begin
            q <= 4'b0000;
        end
        else if (enable) begin
            q <= d;
        end
        else begin
            q <= q;
        end
    end
endmodule
module dealcard(input logic clock, input resetb, output logic [3:0] new_card);
logic [3:0] dealer_card;
always_ff @(posedge clock)
  if (resetb == 0)
     dealer_card <= 1;  
  else
     if (dealer_card == 13)
	     dealer_card <= 1;
	  else 
	     dealer_card++;
assign new_card = dealer_card;
endmodule
module scorehand(input logic [3:0] card1, input logic [3:0] card2, input logic [3:0] card3, output logic [3:0] total);
logic [3:0] card1_val, card2_val, card3_val;
always_comb begin
    if (card1 >= 4'b1010) begin
        card1_val = 4'b0000;
    end
    else begin
        card1_val = card1;
    end
    if (card2 >= 4'b1010) begin
        card2_val = 4'b0000;
    end
    else begin
        card2_val = card2;
    end
    if (card3 >= 4'b1010) begin
        card3_val = 4'b0000;
    end
    else begin
        card3_val = card3;
    end
end
logic [4:0] value;  
assign value = card1_val + card2_val + card3_val;
assign total = value % 10;
endmodule
module statemachine(input logic slow_clock, input logic resetb,
                    input logic [3:0] dscore, input logic [3:0] pscore, input logic [3:0] pcard3,
                    output logic load_pcard1, output logic load_pcard2, output logic load_pcard3,
                    output logic load_dcard1, output logic load_dcard2, output logic load_dcard3,
                    output logic player_win_light, output logic dealer_win_light);
logic [2:0] state, next_state;
always_ff @(posedge slow_clock) begin
    if(resetb == 0) begin  
        state <= 3'b000;
        end
    else begin
        state <= next_state;
    end
end
always_comb begin
    case (state) 
        3'b000: next_state = 3'b001;
        3'b001: next_state = 3'b010;
        3'b010: next_state = 3'b011;
        3'b011: next_state = 3'b100;  
        3'b100: begin
            if (dscore == 8 || dscore == 9 || pscore == 8 || pscore == 9) begin 
                next_state = 3'b111;
            end
            else if (0 <= pscore && pscore <= 5 ) begin
                next_state = 3'b101;
            end
            else if (pscore == 6 || pscore == 7) begin
                if (0 <= dscore && dscore <= 5) begin
                    next_state = 3'b110;
                end
                else begin
                    next_state = 3'b111;
                end
            end
            else begin  
                next_state = 3'b111;
            end
        end
        3'b101: begin
            if (0 <= dscore && dscore <= 6) begin
                next_state = 3'b110;
            end else begin
                next_state = 3'b111;
            end
        end
        3'b110: next_state = 3'b111;
        3'b111: next_state = 3'b111;  
        default: next_state = 3'b000;  
    endcase
end
always_comb begin
    case (state)
        3'b000: begin
            load_pcard1 = 1;
            load_dcard1 = 0;
            load_pcard2 = 0;
            load_dcard2 = 0;
            load_pcard3 = 0;
            load_dcard3 = 0;
            player_win_light = 0;
            dealer_win_light = 0;
        end
        3'b001: begin
            load_pcard1 = 0;
            load_dcard1 = 1;
            load_pcard2 = 0;
            load_dcard2 = 0;
            load_pcard3 = 0;
            load_dcard3 = 0;
            player_win_light = 0;
            dealer_win_light = 0;
        end
        3'b010: begin
            load_pcard1 = 0;
            load_dcard1 = 0;
            load_pcard2 = 1;
            load_dcard2 = 0;
            load_pcard3 = 0;
            load_dcard3 = 0;
            player_win_light = 0;
            dealer_win_light = 0;
        end
        3'b011: begin
            load_pcard1 = 0;
            load_dcard1 = 0;
            load_pcard2 = 0;
            load_dcard2 = 1;
            load_pcard3 = 0;
            load_dcard3 = 0;
            player_win_light = 0;
            dealer_win_light = 0;
        end
        3'b101: begin
            load_pcard1 = 0;
            load_dcard1 = 0;
            load_pcard2 = 0;
            load_dcard2 = 0;
            load_pcard3 = 1;
            load_dcard3 = 0;
            player_win_light = 0;
            dealer_win_light = 0;
        end
        3'b110: begin
            load_pcard1 = 0;
            load_dcard1 = 0;
            load_pcard2 = 0;
            load_dcard2 = 0;
            load_pcard3 = 0;
            if (dscore == 6 && (6 <= pcard3 && pcard3 <= 7)) begin
                load_dcard3 = 1;
            end else if (dscore == 5 && (4 <= pcard3 && pcard3 <= 7)) begin
                load_dcard3 = 1;
            end else if (dscore == 4 && (2 <= pcard3 && pcard3 <= 7)) begin
                load_dcard3 = 1;
            end else if (dscore == 3 && (pcard3 != 8)) begin
                load_dcard3 = 1;
            end else if (0 <= dscore && dscore <= 2) begin
                load_dcard3 = 1;
            end else begin
                load_dcard3 = 0;
            end
            player_win_light = 0;
            dealer_win_light = 0;
        end
        3'b111: begin
            load_pcard1 = 0;
            load_dcard1 = 0;
            load_pcard2 = 0;
            load_dcard2 = 0;
            load_pcard3 = 0;
            load_dcard3 = 0;
            if (pscore > dscore) begin
                player_win_light = 1;
                dealer_win_light = 0;
            end else if (pscore < dscore) begin
                player_win_light = 0;
                dealer_win_light = 1;
            end else begin
                player_win_light = 1;
                dealer_win_light = 1;
            end
        end
        default: begin
            load_pcard1 = 0;
            load_dcard1 = 0;
            load_pcard2 = 0;
            load_dcard2 = 0;
            load_pcard3 = 0;
            load_dcard3 = 0;
            player_win_light = 0;
            dealer_win_light = 0;
        end
    endcase
end
endmodule
module task4(input logic CLOCK_50, input logic [3:0] KEY, output logic [9:0] LEDR,
            output logic [6:0] HEX5, output logic [6:0] HEX4, output logic [6:0] HEX3,
            output logic [6:0] HEX2, output logic [6:0] HEX1, output logic [6:0] HEX0);
logic fast_clock, slow_clock, resetb;
logic load_pcard1, load_pcard2, load_pcard3;
logic load_dcard1, load_dcard2, load_dcard3;
logic [3:0] pscore, dscore;
logic [3:0] pcard3;
assign resetb = KEY[3];
assign slow_clock = KEY[0];
assign fast_clock = CLOCK_50;
datapath dp(.slow_clock(slow_clock),
            .fast_clock(fast_clock),
            .resetb(resetb),
            .load_pcard1(load_pcard1),
            .load_pcard2(load_pcard2),
            .load_pcard3(load_pcard3),
            .load_dcard1(load_dcard1),
            .load_dcard2(load_dcard2),
            .load_dcard3(load_dcard3),
            .dscore_out(dscore),
            .pscore_out(pscore),
            .pcard3_out(pcard3),
            .HEX5(HEX5),
            .HEX4(HEX4),
            .HEX3(HEX3),
            .HEX2(HEX2),
            .HEX1(HEX1),
            .HEX0(HEX0));
assign LEDR[3:0] = pscore;
assign LEDR[7:4] = dscore;
statemachine sm(.slow_clock(slow_clock),
                .resetb(resetb),
                .dscore(dscore),
                .pscore(pscore),
                .pcard3(pcard3),
                .load_pcard1(load_pcard1),
                .load_pcard2(load_pcard2),
                .load_pcard3(load_pcard3),						  
                .load_dcard1(load_dcard1),
                .load_dcard2(load_dcard2),
                .load_dcard3(load_dcard3),	
                .player_win_light(LEDR[8]), 
                .dealer_win_light(LEDR[9]));
endmodule
==> flow/run.sh <==
#!/bin/bash
# OpenROAD 26Q1-2900-gdf79404cd8, Yosys 0.63+post, stock flow scripts
make -C /OpenROAD-flow-scripts/flow DESIGN_CONFIG=/design/flow/config.mk WORK_HOME=/design/flow/orfs finish
==> flow/config.mk <==
export PLATFORM = sky130hd
export DESIGN_NAME = task4
export DESIGN_NICKNAME = task4
export VERILOG_FILES = /design/flow/design.v
export SDC_FILE = /design/flow/constraint.sdc
export NUM_CORES = 4
export LEC_CHECK = 1
export CORE_UTILIZATION = 50
==> flow/constraint.sdc <==
current_design task4

set clk_period 4.6
set clk_io_pct 0.2

create_clock -name clk0 -period $clk_period [get_ports {CLOCK_50}]
create_clock -name clk1 -period $clk_period [get_ports {KEY}]

set non_clock_inputs [all_inputs -no_clocks]
set_input_delay [expr $clk_period * $clk_io_pct] -clock clk0 $non_clock_inputs
set_output_delay [expr $clk_period * $clk_io_pct] -clock clk0 [all_outputs]
==> impl_metrics.toml <==
# generated from flow reports
[synthesis]
ys.flop_type = "dfxtp_1"
synth_top_area_share_pct = 32.1
yosys.area.top_type = "dfxtp_1"
ys_ff = 78
mappedNetlistArea_um2 = 4860
synth_cells = 570
ys_cells = 570
syn_area_per_cell_um2 = 8.53
async_flop_share_pct = 0
yosys_area_um2 = 4860
yosys.cell_types.count = 62
synth_warnings = 6
ys_top_cells_by_area = "dfxtp_1, ha_1, nand2_1"
edf_count = 0
postSynthSeqShare_pct = 32.1

[die]
fp.dieW_um = 101
rows = 35
pin_count = 57
die_h_um = 101
fp_util_pct = 52.1

[outcome]
last-stage-reached = "clock tree synthesis (4_1_cts)"
status = "aborted with a tool error"
error = "[ERROR DPL-0036] Detailed placement failed."

[placed_design]
dp.final_hpwl_mm = 7.43
io_buffer_count = 52
gp_congestion = 0.925
[synth_stat cells (7+ instances only)]
cell type,n
o22ai_1,7
nand2_1,78
fa_1,10
nand3_1,9
o21ai_0,41
nand2b_1,9
ha_1,50
nor2b_1,11
mux2i_1,16
mux2_2,17
a21oi_1,21
nor3_1,10
dfxtp_1,78
inv_1,60
clkbuf_1,16
nor2_1,40
a211oi_1,9
[per-stage QoR]
step | setup TNS [ps] | total power [mW] | std cells | worst slack, ps | instance area (µm²)
3_5_place_dp | -2710 | 2.54 | 778 | -683 | 6050
3_3_place_gp | -2000 | 2.54 | 778 | -611 | 6050
2_1_floorplan | -233 | 2.66 | 570 | -162 | 5120
[logic make-up after synthesis]
group	Yosys count	share of synthesized area [%]
xor gates and xnor gates	6	1.08
adders and majority gates	61	17.2
muxes	37	8.44
and+or+nand+nor	175	16.3
DFF	78	32.1
AOI/OAI and AO/OA	127	17.3
buffers and inverters	86	7.57
No activity file was given, so power comes from the tool's default toggle rates.
